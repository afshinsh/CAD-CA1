===== design.v =====
module converter(input [31:0] i, input [31:0] j, output integer x, y);
	always @ (i, j) begin
		x = j;
		y = (2 * i + 3 * j) % 5;
	end
endmodule

===== run.sh =====
#!/bin/bash
# OpenROAD 26Q1-2900-gdf79404cd8, Yosys 0.63+post, stock flow scripts
make -C /OpenROAD-flow-scripts/flow DESIGN_CONFIG=/design/flow/config.mk WORK_HOME=/design/flow/orfs finish

===== config.mk =====
export PLATFORM = sky130hd
export DESIGN_NAME = converter
export DESIGN_NICKNAME = converter
export VERILOG_FILES = /design/flow/design.v
export SDC_FILE = /design/flow/constraint.sdc
export NUM_CORES = 4
export LEC_CHECK = 1
export CORE_UTILIZATION = 40

===== constraint.sdc =====
current_design converter

set clk_period 54.4
set clk_io_pct 0.2

create_clock -name clk0 -period $clk_period

set non_clock_inputs [all_inputs -no_clocks]
set_input_delay [expr $clk_period * $clk_io_pct] -clock clk0 $non_clock_inputs
set_output_delay [expr $clk_period * $clk_io_pct] -clock clk0 [all_outputs]

==> summary.txt <==
The run has ended; figures from its reports follow.

The flow ran to the end, and the final reports show no timing, DRC or antenna violations. The HPWL after detailed placement came out at 16.1 mm. The final setup violation count came out at 0.

The hold violation total from the final report came out at 0. Per the post-place timing report, worst setup slack is approximately 18000 ps. The largest individual stage delay along the critical path comes from the cell sky130_fd_sc_hd__o21ai_1. The area of the multi-input gates is 0.00597 mm2.

The most numerous cell in the Yosys netlist is sky130_fd_sc_hd__nand2_1. The aggregate global-route resource usage came out at 22.6%. Looking at the max-slew report, the worst-margin pin has a slew of between 800 and 900 ps.

The y dimension of the die came out at 131 um. After detailed placement, the total cell area comes to 0.00767 mm2. The final sum of negative setup slack is 0 ps.

By area the synthesized netlist is led by sky130_fd_sc_hd__fa_1 9.4%, sky130_fd_sc_hd__ha_1 5.9%, sky130_fd_sc_hd__nand2_1 4.6%. Entering global routing, the biggest net connects 22 pins.

The detailed router used layers up to and including met4. During I/O placement, the number of pins put on the boundary was 128. Setup repair after global routing left no endpoint under its margin.

The core area came out at 0.0161 mm2. At the end of the flow the core is filled with cells to between 40 and 50%. Summing the sequential cell areas from Yosys gives 0% of the chip area. The wire length reported by the detailed router is 19.4 mm.

The number of unique standard cell types used by synthesis came out at 113. The final instance count without filler cells came out at approximately 1200. The mean instance size in the synthesized netlist came out at 7.12 um2. The final critical-path required period is 36470 ps. The count of buffers from port buffering is 127. The number of search-and-repair iterations in the first detailed-routing pass came out at 5. The first-pass GRT wire length is 31.4 mm.

The die extent in x came out at 131 um. The post-route cell area came out at approximately 0.0077 mm2. STA classifies the critical path endpoint as an output pin. The number of fill cells in the layout came out at 1590. Wire segments on met2 add up to 9.54 mm in the final route.

The number of setup buffers added after CTS is 0. In this run the cell area of the synthesized design comes to 0.00663 mm2. The number of design-rule violations left by the first detailed-router iteration is 385. The number of instances in the synthesized netlist is 931. The worst setup path is launched from an input pin. The count of clock buffers in the final design came out at 0.

The total number of placement rows is 46. The synthesized netlist was found by Yosys to have 931 cells. The library cell with the largest summed area after synthesis is sky130_fd_sc_hd__fa_1. The via density per instance came out at 6.07. The final antenna-violating net count is 0. Per the GRT congestion report, total overflow comes to 0. The number of warnings reported in the stage logs is 34. The max-slew headroom at the worst pin is 40.0%. The sum of routed wire segments on met1 came out at 9.02 mm. The number of antenna repair diodes is 0.

The post-cts hold-fix buffer tally is 0. The total number of vias came out at 7251. The maximum cell stage delay along the critical path came out at approximately 640 ps. The sequential standard cell area came out at 0 um2. The area growth from synthesis to final layout came out at 15.7%. The number of global-route vias before repair came out at 6326.

Per the final report, max-transition violations number 0. After layout, the worst path uses between 60% and 70% of the clock period. By count the netlist is led by 81 x sky130_fd_sc_hd__nand2_1, 70 x sky130_fd_sc_hd__nor2_1, 58 x sky130_fd_sc_hd__a21oi_1. The total DRC errors in the routed layout is 0. Post-CTS repair changed the size of 0 cells. The required time of the critical path is between 40000 and 50000 ps.

The run reported a max-capacitance violation count of 0. The data arrival time of the critical path came out at ~26000 ps. The area share of the largest cell type after synthesis is approximately a tenth. The average wire length per cell after detail routing came out at 16.3 um. The critical path start-end classification is input pin to output pin. The Yosys warning count came out at 1. The worst hold slack came out at 22610 ps. The total placed cells including tap cells came out at 1194. The routability congestion estimate from global placement came out at between 0.9 and 1. Sequential cells placed in the final layout were counted as 0. The most used cell along the critical path is sky130_fd_sc_hd__or2_1. The fraction of final layout cells with drive strength greater than 1 is 6.34%.

The number of antenna violations at the first check in global routing is 0. The highest clock frequency the design can meet came out at 27.4 MHz. The sum of met3 wire segment lengths after detailed routing came out at 572 um.

The synthesis area per yosys is 0.00663 mm2. The die outline area is 0.0171 mm2. The share of the core area taken by cells at floorplan is 41.3%. Of all nets on the critical path, the largest fanout is 21. The worst min-delay path category is input pin to output pin. The worst-case setup margin in the final layout came out at between 15000 and 20000 ps.
cells in the final DEF (no fill, tap or decap), types with 10 or more instances in the layout:
cell type,count
sky130_fd_sc_hd__a211oi_1,22
sky130_fd_sc_hd__a21o_1,10
sky130_fd_sc_hd__a21oi_1,58
sky130_fd_sc_hd__a31oi_1,23
sky130_fd_sc_hd__and3_1,12
sky130_fd_sc_hd__clkdlybuf4s50_1,127
sky130_fd_sc_hd__fa_1,31
sky130_fd_sc_hd__ha_1,31
sky130_fd_sc_hd__inv_1,26
sky130_fd_sc_hd__nand2_1,81
sky130_fd_sc_hd__nand2b_1,12
sky130_fd_sc_hd__nand3_1,35
sky130_fd_sc_hd__nand4_1,18
sky130_fd_sc_hd__nor2_1,70
sky130_fd_sc_hd__nor3_1,51
sky130_fd_sc_hd__nor4_1,14
sky130_fd_sc_hd__o2111ai_1,11
sky130_fd_sc_hd__o211ai_1,19
sky130_fd_sc_hd__o21ai_0,30
sky130_fd_sc_hd__o21ai_1,17
sky130_fd_sc_hd__xnor2_1,31
sky130_fd_sc_hd__xor2_1,23
kinds of logic (layout without fill, tap and decap cells):
kind of cell,after synthesis,in the layout,synth area share [%]
XOR/XNOR,55,55,7.47
buffers and inverters,115,162,9.91
multiplexers,10,10,1.59
adder cells (fa/ha/maj),62,62,15.2
AND-OR/OR-AND,329,329,37.4
AND/OR/NAND/NOR,360,360,28.4
per-layer routing:
layer | global-route usage, % | vias to the layer above
li1 | - | 3671
met1 | 33.5 | 3396
met2 | 38.3 | 163
met3 | 0.373 | 21
met4 | 2.97 | 0
met5 | 0 | -
final timing paths:
path	start	to	depth (start not counted)
worst min-delay path	j[31]	x[31]	2
worst max-delay path	j[1]	y[1]	48
area by class of cell:
class | count | area share [%]
inverter | 29 | 1.42
timing repair buffer | 133 | 17.2
tap | 216 | 3.52
multi-input combinational | 816 | 77.9
worst max-delay path: cells and delay by family:
family | cells | cell delay (ps)
AND-OR/OR-AND | 19 | 5510
XOR/XNOR | 1 | 150
adder cells (fa/ha/maj) | 4 | 1450
buffers and inverters | 5 | 1350
AND/OR/NAND/NOR | 19 | 6230
