$ cat flow/run.sh
#!/bin/bash
# OpenROAD 26Q1-2900-gdf79404cd8, Yosys 0.63+post, stock flow scripts
make -C /OpenROAD-flow-scripts/flow DESIGN_CONFIG=/design/flow/config.mk WORK_HOME=/design/flow/orfs finish
$ cat flow/config.mk
export PLATFORM = sky130hd
export DESIGN_NAME = mapToIAndJ
export DESIGN_NICKNAME = mapToIAndJ
export VERILOG_FILES = /design/flow/design.v
export SDC_FILE = /design/flow/constraint.sdc
export NUM_CORES = 4
export LEC_CHECK = 1
export CORE_AREA = 10 10 70 70
export DIE_AREA = 0 0 80 80
$ cat flow/constraint.sdc
current_design mapToIAndJ

set clk_period 1.6
set clk_io_pct 0.2

create_clock -name clk0 -period $clk_period

set non_clock_inputs [all_inputs -no_clocks]
set_input_delay [expr $clk_period * $clk_io_pct] -clock clk0 $non_clock_inputs
set_output_delay [expr $clk_period * $clk_io_pct] -clock clk0 [all_outputs]
$ cat flow/design.v
module mapToIAndJ(input [31:0] number, output integer i, j);
	always @ (number) begin
        case (number)
            0 : begin i = 3; j = 3; end
            1 : begin i = 4; j = 3; end
            2 : begin i = 0; j = 3; end
            3 : begin i = 1; j = 3; end
            4 : begin i = 2; j = 3; end
            5 : begin i = 3; j = 4; end
            6 : begin i = 4; j = 4; end
            7 : begin i = 0; j = 4; end
            8 : begin i = 1; j = 4; end
            9 : begin i = 2; j = 4; end
            10 : begin i = 3; j = 0; end
            11 : begin i = 4; j = 0; end
            12 : begin i = 0; j = 0; end
            13 : begin i = 1; j = 0; end
            14 : begin i = 2; j = 0; end
            15 : begin i = 3; j = 1; end
            16 : begin i = 4; j = 1; end
            17 : begin i = 0; j = 1; end
            18 : begin i = 1; j = 1; end
            19 : begin i = 2; j = 1; end
            20 : begin i = 3; j = 2; end
            21 : begin i = 4; j = 2; end
            22 : begin i = 0; j = 2; end
            23 : begin i = 1; j = 2; end
            24 : begin i = 2; j = 2; end
            default: begin i = 0; j = 0; end
        endcase
    end
endmodule
==> summary.txt <==
Flow results are below.

- The run finished, with violations left.
- The checks that failed: negative setup slack.
- The power density relative to cell area is 165.5 nW/um^2, for reference.
- Per the layout area report, the register area comes to 0 sq um.
- The count of maximum capacitance violations is 0, for reference.
- For this sky-water flow run, the detailed-routed wirelength per cell is reported as 12.16 um.
- The cell at the slowest stage of the critical path is nor4_4, for reference.
- In this run the worst path has a maximum fanout of 5.
- For reference, the top cells by area after synthesis are buf_4, ha_1, nor4_1, o21ai_0, mux2i_1.
- The core outline area is 3416 sq um, for reference.
- Sorting the Yosys area breakdown by cell type puts at the top buf_4.
- Yosys stat counts 118 cells in the synthesized netlist.
- The library cell appearing most often on the critical path is buf_6, for reference.
- Once detailed placement completed, the half-perimeter wirelength came to 2306 um.
- The worst hold path begins at number[4].
- In this design, the stage delay of the slowest critical-path cell is 260 ps.
- Per the post-run analysis, buffers plus inverters along the critical path come to 3.
- In the final layout, the share of cells above drive strength 1 is 0.4302.
- In this run the VDD rail shows a maximum IR drop of 103.7 uV.
- The share of total power dissipated in combinational logic is 1.000.
- The number of iterations in the first detailed-routing pass is 3, for reference.
- The filler-free cell count of the finished design is 225, for reference.
- The fraction of post-synthesis cell area in the top cell type by area is 0.5140, for reference.
- The number of placed instances, taps included is 215, for reference.
- The count of distinct cell types in the synthesized netlist is 25, for reference.
- For reference, the critical path cell chain is buf_6 > nor4_4 > and4_4 > nand4_4 > buf_6 > a211oi_2 > buf_2.
- The final timing report lists a max-slew violation count of 0.
- The endpoint required time on the critical path is 1280 ps, for reference.
- The DRC violation total left in the routed layout is recorded as 0.
- The detailed router's first-iteration violation count is 7, for reference.
- After synthesis, the mean cell area works out to 7.178 sq um.
- The synthesized netlist handed to floorplanning was reported with a cell count of 118.
- The wire length of the first global-routing pass is 3877 um, for reference.
- In this run the static leakage power is 0.6856 nW.
- For this run, the share of the core covered by cells in the final layout is 0.3897.
- Dividing the final minimum period by the clock period gives 1.159.
- Of the synthesized area, sequential elements account for 0.
- The antenna cell count is 0, for reference.
- Yosys reports that the most numerous cell types are buf_4, o21ai_0, nor4_1.
- The average via count per standard cell is 3.640, for reference.
- Per the run report, area growth between synthesis and finish was 57.16%.
- The total global routing overflow is 0, for reference.
- The minimum setup slack in the final design is -254.7 ps, for reference.
- The post-route minimum period is 1855 ps, for reference.
- The number of nets with antenna violations after routing is 0, for reference.
- In the floorplan report the effective utilization is 0.2480.
- The via count of the first global-routing pass is 847.
- The power share of the clock group is 0, for reference.
- The total number of placement rows is 21, for reference.
- The net switching power in the latest report is 97.97 uW.
- The summed standard-cell area reported by yosys is 847.1 sq um, for reference.
- The total chip power is 220.4 uW, for reference.
- The worst setup path is captured at a primary output.
- In the hold report, the worst path ends at j[2].
- The logs give a warning total of 38.
- The number of sequential cells reported for the layout is 0.
- The worst setup path is launched from a primary input.
- The wire length after detailed routing is 2735 um, for reference.
- The number of inserted filler cells in the final layout is 351, for reference.
- The global placement routability congestion is 0.8532, for reference.
- Entering global routing, the biggest net connects 10 pins.
- The vertical die size is 80 um, for reference.
- The family of cells with the greatest summed delay on the critical path is simple AND/OR/NAND/NOR gates, for reference.
- The setup path with the least slack is of type in -> out.
- The count of hold buffers inserted by post-cts repair is 0, for reference.
- The number of clock buffer instances in the layout is 0, for reference.
- Detailed routing inserted a total of 819 vias.
- Total global-route track usage over all layers is 0.07112.
- Data on the critical path arrives at its endpoint at 1530 ps.
- Setup repair after global routing could not meet its margin everywhere.
- The horizontal die size is 80 um, for reference.
- The switching portion of total power is 0.4446, for reference.
- Per the OpenROAD floorplan log, the area of the die is 6400 sq um.
- Counting the warning lines in the Yosys log gives 1.
- The achievable clock frequency is 539.2 MHz, for reference.
- The worst hold path passes through 4 cells.
- The buffer_ports step reported a buffer count of 38.
- The total internal power is 122.4 uW, for reference.
- The post-synth design cell area is 847.1 sq um, for reference.
- For this run, the final setup violation count is recorded as 6.
- The number of primary I/O pins is 96, for reference.
- The number of antenna violations at the first check in global routing is 0, for reference.
- The kind of path behind the tightest hold check is in -> out, for reference.
- The share of total power dissipated in sequential elements is 0.
- The count of final hold-check violations is 0, for reference.
- For this run the top cell type by instance count after synthesis was buf_4.
- The logic area is 721.9 sq um, for reference.
[metal layers]
layer  track usage  up-vias  part of all wire
li1              -      401                 -
met1       0.09558      360              0.48
met2        0.1188       58              0.43
met3       0.01705        0             0.091
met4             0        0                 0
met5             0        -                 0
[worst min-delay path: stages]
cell and delay [ps]:
clkdlybuf4s15_2 220, buf_4 160, nor3_4 40, buf_2 100
[cells in the final DEF, fill, tap and decap left out, types with 4 or more instances in the layout]
cell type / Yosys / routed
nand2_1: 4 / 4
buf_2: 1 / 13
dlygate4sd2_1: 0 / 6
buf_6: 2 / 14
clkdlybuf4s15_1: 0 / 6
conb_1: 1 / 58
buf_4: 58 / 18
o21ai_1: 1 / 4
clkbuf_2: 0 / 5
[cell families (layout without fill, tap and decap cells)]
family	after synthesis	count (layout)	share of synthesized area
xor+xnor	2	2	0.02068
other cells	1	58	0.004427
buf+inv	66	70	0.5687
mux	3	3	0.03545
simple gates	25	25	0.1802
fa+ha+maj	5	5	0.07386
compound gates	16	16	0.1167
[stage by stage]
stage | setup WS [ps] | cell area (sq um) | setup TNS, ps | hold WS [ps]
after global placement | -1011 | 1164 | -5084 | 1756
after CTS | -266.9 | 1241 | -1073 | 1170
after global routing | -331.9 | 1331 | -1649 | 1197
final | -254.7 | 1331 | -1207 | 1165
after detailed placement | -1026 | 1164 | -5104 | 1752
after floorplan | 106.8 | 1061 | 0 | 778.9
[power by group through the flow]
stage | clock (mW) | sequential (mW) | combinational [mW]
CTS | 0 | 0 | 0.201
global route | 0 | 0 | 0.247
finish | 0 | 0 | 0.220
[what timing repair did]
action,in CTS,in global routing
setup buffers,6,5
pin swaps,17,11
endpoints found under the setup margin,6,6
gates resized,120,28
hold endpoints to repair,0,0
[layout make-up]
type	count	share of cell area
inverter	5	0.01410
tap	46	0.04323
multi-input combinational	109	0.5423
timing repair buffer	65	0.4004
[worst max path at each step]
| stage | start | end | slack [ps] | cells after the start |
|---|---|---|---|---|
| after CTS | number[10] | j[2] | -270 | 7 |
| after global routing | number[12] | i[0] | -330 | 7 |
| final | number[10] | i[0] | -250 | 7 |
No activity file was given, so power comes from the tool's default toggle rates.
