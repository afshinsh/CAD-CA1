[./run.sh]
#!/bin/bash
# OpenROAD 26Q1-2900-gdf79404cd8, Yosys 0.63+post, stock flow scripts
make -C /OpenROAD-flow-scripts/flow DESIGN_CONFIG=/design/flow/config.mk WORK_HOME=/design/flow/orfs finish
[./config.mk]
export PLATFORM = sky130hd
export DESIGN_NAME = counter
export DESIGN_NICKNAME = counter
export VERILOG_FILES = /design/flow/design.v
export SDC_FILE = /design/flow/constraint.sdc
export NUM_CORES = 4
export LEC_CHECK = 1
export CORE_UTILIZATION = 40
[./constraint.sdc]
current_design counter

set clk_period 2.6
set clk_io_pct 0.2

create_clock -name clk0 -period $clk_period [get_ports {clk}]

set non_clock_inputs [all_inputs -no_clocks]
set_input_delay [expr $clk_period * $clk_io_pct] -clock clk0 $non_clock_inputs
set_output_delay [expr $clk_period * $clk_io_pct] -clock clk0 [all_outputs]
[./design.v]
module counter(input clk, rst, enC, output integer counter);
	always @ (posedge clk, posedge rst) begin
		if (rst) 
			counter <= 0;
		else
			if (enC)
				counter <= counter + 1;
			else
				counter <= counter;
	end
endmodule
==> impl_metrics.csv <==
group,metric,value,unit
yosys,syn_inst,126,
global_route,grt_pass1_vias,1049,
finish,largest_register,"counter",
finish,drive_above_1_share,0.0976,
clock_network,cts_setup_buffers,0,
sta,clock.fmax,521,MHz
clock_network,insertion_delay,0.28,ns
status,status,"finished clean",
finish,fin_cells,210,
pwr,power.static_leakage,0.000912,uW
critical_path,reg2reg_from,"counter[0]",
die,ios,35,
detailed_routing,vias_per_cell,5.00,
clock_network,root_buffer,"clkbuf_8",
clock_network,htree_levels,2,
die,num_rows,21,
placed_design,numPortBuffers,34,
placed_design,dp_hpwl,1.88,mm
placed_design,place_congestion,0.776,
sta,hold_ws,0.469,ns
detailed_routing,num_antenna_cells,0,
yosys,ys_area,1510,um2
yosys,syn_area,1510,um2
critical_path,r2r_slack,0.92,ns
worst_hold_path,hold_class,"flop to flop",
critical_path,critPathMaxStageDelay,0.57,ns
sta,slew_headroom,0.735,
clock_network,cts_made_buffers,5,
critical_path,cp.required,2.80,ns
run,openroad.warnings,25,
critical_path,crit_family,"simple AND/OR/NAND/NOR gates",
detailed_routing,vias,1051,
worst_hold_path,hold_path_depth,1,
critical_path,crit_path_end_kind,"flop",
global_route,grt_pass1_wl,4.90,mm
global_route,grt_usage,0.159,
sta,drv_slew,0,
worst_hold_path,min-delay-start,"counter[31]",
finish,mostFrequentLayoutCells,"clkdlybuf4s50_1, dfrtp_1, xor2_1",
die,die_h,63.4,um
sta,setup_viol,0,
global_route,grt_max_degree,33,
die,core_area,3470,um2
sta,fin_crit,1.92,ns
yosys,ys_warn_count,1,
critical_path,r2r-end,"counter[26]",
detailed_routing,ant_nets,0,
critical_path,critPathKind,"primary input to flop",
global_route,antenna_found_initial,0,
sta,worst_pin_slew,0.398,ns
yosys,async_reset_ff_frac,1.00,
yosys,synth_seq_share,0.530,
detailed_routing,wl_per_cell,12.9,um
clock_network,cts_buffer_depth,2,
pwr,ir_drop,0.411,mV
finish,largest_reg_flops,32,
critical_path,r2r_cells,5,
clock_network,clk_pin_slew_worst_paths,0.06,ns
critical_path,worst-path-max-fanout,7,
sta,finalClockPeriodUsage,0.738,
sta,setup_tns,0,ns
yosys,syn_area_per_cell,12.0,um2
die,fp-utilization,0.435,
clock_network,cts_tree,"done",
die,die_w,63.4,um
yosys,top_area_cell,"dfrtp_1",
critical_path,start_kind,"primary input",
clock_network,holdBufCountCts,0,
yosys,yosysUniqueCellTypes,26,
clock_network,cts.sinks,32,
critical_path,cp.arrival,2.12,ns
global_route,gr-usage-met1,0.260,
yosys,ys_ff,32,
yosys,top_cell_area_share,0.530,
detailed_routing,drt_wl_total,2.71,mm
finish,area_delta_synth_final,30.3,%
finish,layout.cells.most_common,"clkdlybuf4s50_1",
detailed_routing,drc,0,
pwr,power_density,577,nW/um2
yosys,ys_cells,126,
global_route,use_met2,0.229,
clock_network,cts_repair_resize_count,0,
placed_design,dp_cells,205,
critical_path,slowest_stage,"clkdlybuf4s50_1",
sta,rsz0062_at_grt,"false",
run,max-cap-violations,0,
detailed_routing,drtIter0Drc,51,
yosys,synth_top_flop_cell,"dfrtp_1",
yosys,area_leaders,"dfrtp_1, xor2_1, xnor2_1, nor4_4, nand2_1",
finish,top_regs,"counter: 32 flops",
worst_hold_path,hold_path_end,"counter[31]",
sta,hold_viol,0,
finish,fillers,288,
global_route,grt_overflow_total,0,
global_route,grt-busiest-layer,"met1",
die,die-area,4030,um2
detailed_routing,firstDrtPassIters,2,
sta,finClkSkew,0.00570,ns
global_route,use_met3,0.0331,
yosys,edf_count,0,
critical_path,cp_cell_sequence,"clkdlybuf4s50_1, and3_1, nand3_2, nor4_1, xor2_1",
critical_path,crit_buf_inv,1,
==> cell type report <==
type	instances	area, um2	area share
Clock buffer	5	68.8	0.0350
Inverter	3	11.3	0.00572
Multi-Input combinational cell	89	682	0.346
Sequential cell	32	801	0.407
Tap cell	46	57.6	0.0292
Timing Repair Buffer	35	348	0.177
==> per-stage QoR <==
stage / total power, uW / setup WS [ns] / area, um2 / util
2_1_floorplan: 693 / 1.13 / 1510 / -
3_3_place_gp: 815 / 0.456 / 1900 / 0.548
3_5_place_dp: 820 / 0.402 / 1900 / 0.548
4_1_cts: 1150 / 0.655 / 1970 / 0.567
5_1_grt: 1210 / 0.511 / 1970 / 0.567
6_report: 1140 / 0.681 / 1970 / 0.567
==> worst reg2reg max path, cell delays in order, from the launching register on <==
cell and delay [ns]:
dfrtp_1 0.42, ha_1 0.19, and3_1 0.25, nand3_2 0.18, nor4_1 0.38, xor2_1 0.18
==> cells by family after synthesis <==
group / synth area share
AND/OR/NAND/NOR: 0.256
multiplexers: 0.00746
adder cells (fa/ha/maj): 0.00828
flip-flops: 0.530
buffers and inverters: 0.0182
XOR/XNOR: 0.180
==> worst max path at each step <==
stage                 start          end  slack (ns)  depth (start not counted)
after CTS               enC  counter[25]        0.65                          5
after global routing    enC  counter[26]        0.51                          5
final                   enC  counter[26]        0.68                          5
==> synth_stat cells, types with 2 or more instances <==
| cell | n |
|---|---|
| dfrtp_1 | 32 |
| xor2_1 | 18 |
| xnor2_1 | 13 |
| nand2_1 | 11 |
| nand3_1 | 8 |
| nor3_1 | 6 |
| and3_1 | 4 |
| nand4_1 | 4 |
| nor2_1 | 4 |
| and4_1 | 3 |
| inv_1 | 3 |
| nor4_1 | 3 |
| and2_1 | 2 |
| and4_4 | 2 |
| nor4_4 | 2 |
==> report_power, final <==
part	switching [uW]	internal [uW]
sequential	65.9	551
combinational	57.4	136
clock	154	172
==> metal layers <==
| layer | share of wire | wire (um) |
|---|---|---|
| met5 | 0 | 0 |
| met4 | 0.019 | 52 |
| met3 | 0.044 | 119 |
| met2 | 0.43 | 1170 |
| met1 | 0.50 | 1360 |
Power figures rest on the tool's default switching activity, not on a simulated workload.
